File: flow/design.v
module FFD(input wire clk, reset, D, output reg Q);
    always @(posedge clk or posedge reset) begin
        if(reset==1'b1)
            Q <= 1'b0;  
        else
            Q <= D;  
    end
endmodule
module Hormado(input wire clk, reset, TE, [1:0]PLS, [2:0]T, TI3, output wire PH, EN);
    wire EF;  
    wire E;  
    assign PH = E & TI3;
    assign EN = (TE & ~PLS[1] & PLS[0] & ~T[2] & ~T[1] & T[0]) | (TE & PLS[1] & ~PLS[0] & ~T[2] & ~T[1] & T[0]) |
    (TE & ~PLS[1] & PLS[0] & ~T[2] & T[1] & ~T[0]) | (TE & ~PLS[1] & PLS[0] & T[2] & ~T[1] & ~T[0]) |
    (TE & PLS[1] & ~PLS[0] & T[2] & ~T[1] & ~T[0]);
    assign EF = (E & ~TI3) | (~E & TE & ~PLS[1] & PLS[0] & ~T[2] & ~T[1] & T[0]) | (~E & TE & PLS[1] & ~PLS[0] & ~T[2] & ~T[1] & T[0]) |
    (~E & TE & ~PLS[1] & PLS[0] & ~T[2] & T[1] & ~T[0]) | (~E & TE & ~PLS[1] & PLS[0] & T[2] & ~T[1] & ~T[0]) |
    (~E & TE & PLS[1] & ~PLS[0] & T[2] & ~T[1] & ~T[0]);
    FFD Hormado(clk, reset, EF, E);
endmodule
File: flow/run.sh
#!/bin/bash
# OpenROAD 26Q1-2900-gdf79404cd8, Yosys 0.63+post, stock flow scripts
make -C /OpenROAD-flow-scripts/flow DESIGN_CONFIG=/design/flow/config.mk WORK_HOME=/design/flow/orfs finish
File: flow/config.mk
export PLATFORM = sky130hd
export DESIGN_NAME = Hormado
export DESIGN_NICKNAME = Hormado
export VERILOG_FILES = /design/flow/design.v
export SDC_FILE = /design/flow/constraint.sdc
export NUM_CORES = 4
export LEC_CHECK = 1
export CORE_AREA = 10 10 70 70
export DIE_AREA = 0 0 80 80
export SYNTH_HDL_FRONTEND = slang
File: flow/constraint.sdc
current_design Hormado

set clk_period 2.0
set clk_io_pct 0.2

create_clock -name clk0 -period $clk_period [get_ports {clk}]

set non_clock_inputs [all_inputs -no_clocks]
set_input_delay [expr $clk_period * $clk_io_pct] -clock clk0 $non_clock_inputs
set_output_delay [expr $clk_period * $clk_io_pct] -clock clk0 [all_outputs]
==> flow_summary.ini <==
; yosys + openroad results
[grt]
antenna_found_initial = 1
grtUsageTotal = 0.0150
grt_pass1_vias = 155
overflow = 0
grt_max_degree = 4
grt_pass1_wl_microns = 779

[clocking]
insertion_delay_ns = 0
path_clk_slew_ns = 0

[final_layout]
drive_gt1_frac = 0.250
top_register = Hormado.Q
reg.largest.list = Hormado.Q: 1 flops
largest_reg_flops = 1
syn_to_final_growth_pct = 182
finalNonFillerCells = 75
post-route-util = 0.0868

[synthesis]
avgSynthCellArea_sq_um = 8.08
syn_inst = 13
area_leaders = dfrtp_1 24%, xnor2_1 17%, a211oi_2 12%, a21boi_1 7.1%, and2_2 7.1%
netlist_area_sq_um = 105
yosys_area_sq_um = 105
synth_area_leader_cell = dfrtp_1
netlist_top_cells_count = 2 x nor2_1, 2 x xnor2_1
synth-main-ff-cell = dfrtp_1
yosys_cells = 13
edf_count = 0
ys_ff = 1
top_area_frac = 0.238
yosysWarningCount = 0
ys_seq_frac = 0.238
synthArstFlopShare = 1.00
synth_cell_types = 11

[power]
ir_drop_mv = 0.0507
seqPwrFrac = 0.366
p_clk_frac = 0
p_sw_uw = 15.2
p_per_area_nw_per_um2 = 231
internal-power_uw = 53.3
power.share.switching = 0.221
power_uw = 68.5
power.leakage_uw = 0.000112
comb_power_share = 0.634

[place]
port_buffers = 10
dp_cells = 73
gp_congestion = 0.685

[detailed_routing]
drc = 0
firstDrtPassIters = 2
viasPerCell = 1.96
wl_per_cell_microns = 5.91
drt-initial-drc-count = 9
totalWireLength_microns = 443
vias = 147
postRouteAntennaNets = 0

[sta]
period_minus_slack_ns = 1.95
setup_viol = 0
fmax_mhz = 513
fin_setup_tns_ns = 0
maxSlewViolCount = 0
rsz0062_at_grt = false
finalClockPeriodUsage = 0.974
max-slew-margin-rel = 0.885
clock-skew-final_ns = 0
hold_violations = 0
tightest_slew_ns = 0.172

[setup_path]
start_kind = input port
critical_path_class = in2out
end_kind = output pin
arrival_ns = 1.55
critPathMaxFanout = 2
cp_data_required_time_ns = 1.60

[floorplanning]
core_sq_um = 3420
fp_util = 0.0308
dieArea_sq_um = 6400
num_io_pins = 13
die_h_microns = 80
num_rows = 21
die_w_microns = 80

[min_path]
hold_class = in2async

[flow_run]
drv_cap = 0
openroad.warnings = 30

[outcome]
run_status = complete, no violations
==> power groups by stage <==
stage	Combinational, uW	Sequential [uW]	Clock [uW]
after global routing	48.6	25.3	0
after CTS	44.0	25.2	0
final	43.4	25.1	0.00134
==> placed cells by master (no fill, tap or decap) <==
cell type,synthesis,layout
nand3_1,1,1
a21boi_1,1,1
nor2_1,2,2
diode_2,0,1
a31oi_1,1,1
or3_1,1,1
clkdlybuf4s50_1,0,5
nor2b_1,1,1
xnor2_1,2,2
buf_4,0,5
dlygate4sd2_1,0,5
dfrtp_1,1,1
a211oi_2,1,1
and2_2,1,1
inv_1,1,1
==> critical path, cell delays in order <==
cell             delay, ns
clkdlybuf4s50_1       0.42
or3_1                 0.37
a21boi_1              0.15
dlygate4sd2_1         0.22
==> per-layer routing <==
layer	up-vias	GRT usage	wire length (microns)
li1	79	-	-
met1	65	0.0165	164
met2	3	0.0273	235
met3	0	0.00682	43
met4	0	0	0
met5	-	0	0
==> what timing repair did <==
action                                  CTS  global route
endpoints found under the setup margin    1             0
resized                                   5             0
hold buffers                              0             0
setup buffers                             1             0
==> per-stage QoR <==
stage	setup WS, ns	hold slack (ns)	instance area (sq um)
5_1_grt	0.00162	0.597	294
3_3_place_gp	-0.371	0.567	293
3_5_place_dp	-0.385	0.573	293
2_1_floorplan	0.647	0.129	105
4_1_cts	0.0299	0.573	294
6_report	0.0520	0.567	297
==> cell families (layout without fill, tap and decap cells) <==
group	after synthesis	in the layout	synth area share
simple gates	6	6	0.310
compound gates	3	3	0.250
xor+xnor	2	2	0.167
flops	1	1	0.238
buf+inv	1	16	0.0357
other cells	0	1	0
==> path summary, 6_finish.rpt <==
path	startpoint	to	slack [ns]	depth (start not counted)
worst max-delay path	T[1]	EN	0.05	4
worst min-delay path	reset	Hormado.Q	0.57	2
worst max register to register	Hormado.Q	Hormado.Q	1.18	2
worst min register to register	Hormado.Q	Hormado.Q	0.57	2
max in group asynchronous	reset	Hormado.Q	1.34	2
min in group clk0	Hormado.Q	Hormado.Q	0.57	2
==> layout make-up <==
cell class | instances | area, sq um
fillers | 408 | 3120
well taps | 46 | 57.6
inverters | 1 | 3.75
flip-flops and latches | 1 | 25.0
multi-input cells | 11 | 76.3
diodes | 1 | 2.50
repair buffers | 15 | 131
Power figures rest on the tool's default switching activity, not on a simulated workload.
